===== flow/config.mk =====
export PLATFORM = sky130hd
export DESIGN_NAME = ALU
export DESIGN_NICKNAME = ALU
export VERILOG_FILES = /design/flow/design.v
export SDC_FILE = /design/flow/constraint.sdc
export NUM_CORES = 4
export LEC_CHECK = 1
export CORE_AREA = 10 10 102 102
export DIE_AREA = 0 0 112 112
export SYNTH_HDL_FRONTEND = slang

===== flow/constraint.sdc =====
current_design ALU

set clk_period 1.0
set clk_io_pct 0.2

create_clock -name clk0 -period $clk_period [get_ports {clk}]

set non_clock_inputs [all_inputs -no_clocks]
set_input_delay [expr $clk_period * $clk_io_pct] -clock clk0 $non_clock_inputs
set_output_delay [expr $clk_period * $clk_io_pct] -clock clk0 [all_outputs]

===== flow/design.v =====
module ALU(input clk,rst_n,global_enable,enable_a,enable_b,irq_clear,[1:0]op_a,[1:0]op_b,[7:0]in_a,[7:0]in_b,
                     output reg irq,reg [7:0]out);
reg [7 : 0] out_temp;
reg          irq_temp; 
always @(posedge clk or negedge rst_n) begin
   if (~ rst_n) begin 
             out <= 7'h0;
             irq <= 1'b0;
                  end
    else begin
                        out <= out_temp;
            if (irq_clear) begin
                              irq <= 1'b0;
                            end
            irq <= irq_temp;
    end  
end  
always@(*)begin
 if (~ global_enable ) begin
if( enable_a )begin
           case(op_a)
                 2'b00 : begin  
                                  out_temp = in_a & in_b;
                                if (out_temp == 8'hff || in_b == 8'h00)
                                      irq_temp = 1'b1;
                                else irq_temp = 1'b0;
                         end
                 2'b01 : begin  
                                  out_temp = (~in_a) & (~in_b);
                                if (out_temp == 8'h00 || in_b == 8'h03 || in_a == 8'hff)
                                      irq_temp = 1'b1;
                                else irq_temp = 1'b0;
                         end
                 2'b10 : begin  
                                  out_temp = in_a | in_b;
                                if (out_temp == 8'hf8 )
                                      irq_temp = 1'b1;
                                else irq_temp = 1'b0;
                         end
                 2'b11 : begin  
                                  out_temp = in_a ^ in_b;
                                if (out_temp == 8'h83 )
                                      irq_temp = 1'b1;
                                else irq_temp = 1'b0;
                        end
           endcase 
 end 
 else if ( enable_b) begin
           case(op_b)
                 2'b00 : begin 
                             out_temp = in_a ~^ in_b;
                                if (out_temp == 8'hf1 )
                                      irq_temp = 1'b1;
                                else irq_temp = 1'b0;
                            end
                  2'b01 : begin 
                             out_temp = in_a & in_b;
                               if (out_temp == 8'hf4 || in_b == 8'h03)
                                      irq_temp = 1'b1;
                                else irq_temp = 1'b0;
                             end
                  2'b10 : begin 
                             out_temp = ~(in_a | in_b);
                               if (out_temp == 8'hf5 || in_a == 8'hf5)
                                      irq_temp = 1'b1;
                                else irq_temp = 1'b0;
                            end
                  2'b11 : begin 
                             out_temp = in_a | in_b;
                               if (out_temp == 8'hff)
                                      irq_temp = 1'b1;
                                else irq_temp = 1'b0;
                            end                           
           endcase
      end 
      end  
                else                 begin
                                 out_temp = out;
                                 irq_temp = irq;
                               end  
end 
endmodule

===== flow/run.sh =====
#!/bin/bash
# OpenROAD 26Q1-2900-gdf79404cd8, Yosys 0.63+post, stock flow scripts
make -C /OpenROAD-flow-scripts/flow DESIGN_CONFIG=/design/flow/config.mk WORK_HOME=/design/flow/orfs finish

==> results_slide.txt <==
Key Metrics from the Run

Global routing
  • Met1 Track Usage GR: 0.109
  • Met3 Use GR: 0.0152
  • Gr ovfl total: 0
  • First-pass GRT wire length: 7270 um
  • Initial antenna violation count: 0
  • GRT Util Overall: 0.0675
  • GR Layer Usage met2: 0.0905
  • Vias in the first global route: 1461
  • Most used routing layer: met1
  • Largest net degree at the start of global routing: 26

Final timing
  • Register pins left without a clock: 9
  • Final Setup Violations: 0
  • Period utilization: 0.963
  • Worst rel slew slack: 0.469
  • Worst-margin pin slew: 0.793 ns
  • Final hold vios: 0
  • Setup WS post-layout: 0.0367 ns
  • Number of unconstrained endpoints: 18
  • Period minus WS final: 0.963 ns
  • Worst hold slack: roughly 0.26 ns
  • FMAX: 1.04 GHz
  • Max-slew violations: 0

Routing
  • DR DRC count: 0
  • TritonRoute pass-1 iters: 4
  • WL final: 4350 um
  • Antenna Nets Post-Route: 0
  • Number of vias per cell: 4.29
  • Ant. Diodes: 0
  • Routed length per instance: ~13 um
  • DR vias: 1451
  • Initial drt markers: 157

Placed design
  • GPL Wtd Cong: 0.887
  • Port Buffers: 33
  • Pre-CTS setup slack: -0.00630 ns
  • Post-DP HPWL: around 3600 um

Floorplanning
  • Die height: 112 um
  • Chip area: between 10000 and 15000 sq um
  • # IOs: 35
  • Rows: 33
  • DIE WIDTH: 112 um
  • Core Box Area: 8220 sq um
  • Fp_density: 0.196

Setup path
  • CP startpoint: out[6]$_DFF_PN0_
  • Crit path capture type: output port
  • Critical Path AT: about 0.76 ns
  • Crit. path cell count: 1
  • WS Path Type: flop to output port
  • Worst path max stage delay: ~0.37 ns
  • Buf/Inv on CP: 1
  • Top delay family on crit path: flip-flops
  • Critical Path, Cell by Cell: clkdlybuf4s15_1
  • Startpoint Class: flop
  • CP Capture Point: out[6]
  • CP max stage cell: dfrtp_1
  • Crit-path max FO: 2
  • Worst EP required: 0.80 ns

Power and ir drop
  • Max IR drop VDD: 0.000262 V
  • PwrDens: roughly 760 nW/um^2
  • Leakage: approximately 0.00096 uW

Yosys
  • Most numerous cell in the Yosys netlist: inv_1
  • Yosys cell count: between 150 and 200
  • Synthesis area per yosys: about 1600 sq um
  • Distinct cells, synth: around 40
  • Post-synth top cells: 29 x inv_1, 23 x ha_1, 18 x a211oi_1, 13 x nand2_1, 12 x o21ai_0
  • Area contributors post-synth: ha_1 18%, dfrtp_1 14%, dlxtp_1 8.4%, a211oi_1 8.4%, mux4_2 7.0%
  • Ys async rst share: 0.500
  • Main flop type: dlxtp_1
  • Ys flops: 18
  • Synthesis Warnings: 0
  • Mean Syn Cell Area: ~8.4 sq um
  • Mapped Area: around 1600 sq um
  • Count of library flops with an enable pin: 0
  • Synth area leader: ha_1
  • Area fraction of the dominant cell type after synthesis: 0.179
  • Gate Count Post-Synth: roughly 190

Clock tree
  • Num CTS Buffers: 3
  • Hold buffer count at CTS: 0
  • H-tree depth: 1
  • Worst-path clk slew: 0.04 ns
  • CTS tree: done
  • Root buffer cell: clkbuf_8
  • CTS max path bufs: 2

Status
  • Status: finished, final reports clean

Job
  • Maxcap violations: 0
  • Tool warnings: 41

Hold path
  • HP Class: input pin to async pin

Cells and area
  • Ratio of cells with drive above 1 in the final layout: 0.137
  • Area Growth Syn to Fin: 34.2%
[where the power goes]
group	switching, uW	total [uW]	internal, uW
Sequential	25.6	487	462
Clock	121	396	276
Combinational	350	750	400
[area by class of cell]
cell class              count  area [sq um]
repair buffers             49           425
clock buffers               4          45.0
multi-input cells         133          1090
inverters                  29           109
flip-flops and latches     18           360
well taps                 105           131
fillers                   881          6060
[how the worst min path moves through the flow]
| stage | slack, ns | from | end | cells past startpoint |
|---|---|---|---|---|
| 6_report | 0.26 | rst_n | out[4]$_DFF_PN0_ | 1 |
| 4_1_cts | 0.27 | rst_n | out[5]$_DFF_PN0_ | 1 |
| 5_1_grt | 0.29 | rst_n | irq$_DFF_PN0_ | 1 |
[through the flow]
| stage | instance area, sq um | cells | setup TNS, ns | utilization | power [uW] |
|---|---|---|---|---|---|
| after floorplan | 1610 | 191 | 0 | - | 875 |
| after global placement | 2050 | 323 | 0 | 0.250 | 1200 |
| after detailed placement | 2050 | 323 | -0.00921 | 0.250 | 1200 |
| after CTS | 2160 | 335 | 0 | 0.263 | 1650 |
| after global routing | 2160 | 338 | -0.00872 | 0.263 | 1770 |
| final | 2160 | 338 | 0 | 0.263 | 1630 |
[cells in the final DEF (no fill, tap or decap), types with 4 or more instances in the layout]
master | synthesis | routed
ha_1 | 23 | 23
buf_4 | 2 | 16
nand2_1 | 13 | 13
clkdlybuf4s50_1 | 0 | 24
dlxtp_1 | 9 | 9
a21oi_1 | 5 | 5
nor2_1 | 7 | 7
inv_1 | 29 | 29
mux4_2 | 5 | 5
a211oi_1 | 18 | 18
xnor2_1 | 5 | 5
a31oi_1 | 4 | 4
clkbuf_2 | 0 | 5
clkdlybuf4s15_1 | 0 | 4
o21ai_0 | 12 | 12
dfrtp_1 | 9 | 9
[cell families (layout without fill, tap and decap cells)]
kind of cell	Yosys count	in the layout	share of synthesized area
DFF	9	9	0.140
muxes	9	9	0.0965
latches	9	9	0.0840
buffers and inverters	40	82	0.100
xor gates and xnor gates	8	8	0.0436
and+or+nand+nor	47	47	0.170
AOI/OAI and AO/OA	46	46	0.187
adders and majority gates	23	23	0.179
[sequential cells by signal (all words and copies together) (netlist names)]
signal    cells
out           8
irq           1
irq_temp      1
out_temp      8
[routing by layer]
| metal | share of wire | vias to the layer above |
|---|---|---|
| met5 | 0 | - |
| met4 | 0.0018 | 0 |
| met3 | 0.059 | 2 |
| met2 | 0.38 | 35 |
| met1 | 0.56 | 646 |
| li1 | - | 768 |
[repair_timing]
item,4_1_cts,5_1_grt
resized,18,5
endpoints found under the setup margin,9,6
setup buffers,8,3
Power is estimated from default activity; no workload was simulated.
